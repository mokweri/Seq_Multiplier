$ cat config.mk
export PLATFORM = sky130hd
export DESIGN_NAME = Seq_Multiplier_top
export DESIGN_NICKNAME = Seq_Multiplier_top
export VERILOG_FILES = /design/flow/design.v
export SDC_FILE = /design/flow/constraint.sdc
export NUM_CORES = 4
export LEC_CHECK = 1
export CORE_UTILIZATION = 50
$ cat constraint.sdc
current_design Seq_Multiplier_top

set clk_period 5.9
set clk_io_pct 0.2

create_clock -name clk0 -period $clk_period [get_ports {clk}]

set non_clock_inputs [all_inputs -no_clocks]
set_input_delay [expr $clk_period * $clk_io_pct] -clock clk0 $non_clock_inputs
set_output_delay [expr $clk_period * $clk_io_pct] -clock clk0 [all_outputs]
$ cat design.v
module Adder_4bit(a,b,cin,s,co);
	input [3:0] a,b;
	input cin;
	output [3:0] s;
	output co;
	wire [2:0] c;
	full_adder F1(.a(a[0]),.b(b[0]),.cin(cin),.s(s[0]),.co(c[0]));
	full_adder F2(.a(a[1]),.b(b[1]),.cin(c[0]),.s(s[1]),.co(c[1]));
	full_adder F3(.a(a[2]),.b(b[2]),.cin(c[1]),.s(s[2]),.co(c[2]));
	full_adder F4(.a(a[3]),.b(b[3]),.cin(c[2]),.s(s[3]),.co(co));
endmodule
module full_adder(a,b,cin,s,co);
	input a,b;  
	input cin;  
	output s;	 
	output co;	 
	assign s = ((a ^ b) ^ cin);
	assign co = ((a^b) == 1'b1) ? cin : b ;
endmodule
module Register_4bit(clk, ld, a, y);
	input clk,ld;
	input [3:0] a;
	output [3:0] y;
	DFF_en d1(.clk(clk),.en(ld),.d(a[0]),.q(y[0]));
	DFF_en d2(.clk(clk),.en(ld),.d(a[1]),.q(y[1]));
	DFF_en d3(.clk(clk),.en(ld),.d(a[2]),.q(y[2]));
	DFF_en d4(.clk(clk),.en(ld),.d(a[3]),.q(y[3]));
endmodule
module DFF_en(clk,en,d,q);
	input clk, en;
	input d;
	output reg q;
	initial begin q=0; end
	always@(posedge clk)
	begin
		if(en)
			q <= d;
		else
			q <= q;		
	end
endmodule
module Seg_bcd_4digit(clk,clr,EN,bcd, SEG );
	input clk,clr;
	output reg [3:0] EN;
	input [9:0] bcd;
	output reg [7:0] SEG;
	localparam  N = 20 ;
	wire [N-1:0] count;
	wire [7:0] seg1, seg2, seg3, seg4;
	N_bit_counter #(.N(N))
	cont18(.clk(clk), .resetn(clr), .q(count));
	seven_segment sseg1(.SEG(seg1),.C(4'b0000));
	seven_segment sseg2(.SEG(seg2),.C(bcd[9:8]));
	seven_segment sseg3(.SEG(seg3),.C(bcd[7:4]));
	seven_segment sseg4(.SEG(seg4),.C( bcd[3:0]));
	always@*
		case(count[N-1:N-2])
			2'b00: begin
						EN <= 4'b1000;
						SEG <= seg1;
					end
			2'b01: begin
						EN <= 4'b0100;
						SEG <= seg2 ;
					end
			2'b10: begin
						EN <= 4'b0010;
						SEG <= seg3;
					end
			default: begin
						EN <= 4'b0001;
						SEG <= seg4;
					end
		endcase
endmodule
module N_bit_counter #(parameter N = 18 )(
	input wire clk, resetn,
	output wire [N-1:0] q	
);
	reg [N-1:0] r_reg;
	wire [N-1:0] r_next;
	always @(posedge clk, negedge resetn)
		if(!resetn)
			r_reg <= 0;
		else
			r_reg <= r_next;
	assign r_next = r_reg + 1;
	assign q = r_reg;
endmodule
module seven_segment (SEG,C);	
	input [3:0] C;
	output [7:0] SEG;
	assign SEG[0] = (~C[3]&~C[2]&~C[1]&C[0])|(~C[3]&C[2]&~C[1]&~C[0]);	   
	assign SEG[1] = (~C[3]&C[2]&~C[1]&C[0])|(~C[3]&C[2]&C[1]&~C[0]);	   
	assign SEG[2] = (~C[3]&~C[2]&C[1]&~C[0]);	                           
	assign SEG[3] = (~C[3]&~C[2]&~C[1]&C[0])|(~C[3]&C[2]&~C[1]&~C[0])|	   
						 (~C[3]&C[2]&C[1]&C[0])|(C[3]&~C[2]&~C[1]&C[0]);   
	assign SEG[4] = (~C[3]&~C[2]&~C[1]&C[0])|(~C[3]&~C[2]&C[1]&C[0])|	   
						 (~C[3]&C[2]&~C[1]&~C[0])|(~C[3]&C[2]&~C[1]&C[0])|	 
						 (~C[3]&C[2]&C[1]&C[0])|(C[3]&~C[2]&~C[1]&C[0]);		
	assign SEG[5] = (~C[3]&~C[2]&~C[1]&C[0])|(~C[3]&~C[2]&C[1]&~C[0])|	    
						 (~C[3]&~C[2]&C[1]&C[0])|(~C[3]&C[2]&C[1]&C[0]);    
	assign SEG[6] = (~C[3]&~C[2]&~C[1]&~C[0])|(~C[3]&~C[2]&~C[1]&C[0])|	   
						 (~C[3]&C[2]&C[1]&C[0]);						   
	assign SEG[7] = 1'b1;
endmodule
module Seq_Multiplier(clk, resetn,start, a, b, p);
	input clk, resetn, start;
	input [3:0] a,b;
	output[7:0] p;
	wire [3:0] regB_, mult_B;
	wire [7:0] temp_P;  
	wire E;
	wire start_r;  
	wire c;  
	wire [3:0]sum;
	wire so_PH;  
	wire so_PL;  
	wire Clr_PH, LD_PH,Shft_Rt, LD_PL,Dec_cnt,EN_Cnt,zero;
	wire [1:0] count;
	DFF_clrn Start_reg(.clk(clk),.clrn(resetn),.D(~start),.Q(start_r));
	Register_4bit regB(.clk(clk), .ld(LD_B), .a(b), .y(regB_));  
	assign mult_B[0] = regB_[0] & temp_P[0];
	assign mult_B[1] = regB_[1] & temp_P[0];
	assign mult_B[2] = regB_[2] & temp_P[0];
	assign mult_B[3] = regB_[3] & temp_P[0];
	Adder_4bit Adder(.a(temp_P[7:4]),.b(mult_B),.cin(1'b0),.s(sum),.co(c));
	shift_reg PH(.clk(clk),.clr(Clr_PH),.load(LD_PH),.shiftr(Shft_Rt),.si(E),.so(so_PH),.D(sum),.Q(temp_P[7:4]));
	shift_reg PL(.clk(clk), .clr(~resetn),.load(LD_PL),.shiftr(Shft_Rt),.si(so_PH),.so(so_PL),.D(a),.Q(temp_P[3:0])); 
	shift_reg_si #(.N(1)) E_reg(.clk(clk),.clr(),.load(LD_E),.shiftr(Shft_Rt),.D(c),.Q(E));
	counter  #(.N(2)) counterr(.clk(clk), .resetn(resetn),.syn_clr(1'b0), .load(LD_Cnt), .en(EN_Cnt),
	.up(Dec_Cnt),.d(2'd3),.max_tick(), .min_tick(zero),.q(count));
	localparam [1:0] S0 = 2'b00,
						  S1 = 2'b01,
						  S2 = 2'b10;
	reg [1:0] state_reg, state_next;
	always@(posedge clk, negedge resetn)
		if(!resetn)
			state_reg <= S0;
		else
			state_reg <= state_next;
	always@*
		case(state_reg)
			S0: begin
					if(start_r)
						state_next <= S1;
					else
						state_next <= S0;
				end
			S1: begin
					if(start_r)
						state_next <= S1;
					else
						state_next <= S2;
			end
			S2: begin
				if(~zero)
					state_next <= S1;
				else
					state_next <= S0;
			end
			default: state_next <= S0;
		endcase
	assign LD_PL = (state_reg==S0 & start_r)? 1'b1:1'b0;
	assign Clr_PH = (state_reg==S0 & start_r)? 1'b1:1'b0;
	assign LD_B = (state_reg==S0 & start_r)? 1'b1:1'b0;
	assign LD_Cnt = (state_reg==S0 & start_r)? 1'b1:1'b0;	
	assign LD_PH = (state_reg==S1 & ~start_r)? 1'b1:1'b0;
	assign LD_E = (state_reg==S1 & ~start_r)? 1'b1:1'b0;	
	assign Shft_Rt = (state_reg == S2)? 1'b1:1'b0;
	assign EN_Cnt = (state_reg == S2)? 1'b1:1'b0;
	assign Dec_Cnt = (state_reg == S2)? 1'b0:1'b1;	
	assign p = temp_P;	
endmodule
module counter 
	#(parameter N=2)
	(
		input wire clk, resetn,
		input wire syn_clr, load, en, up,
		input wire [N-1:0] d,
		output wire max_tick, min_tick,
		output wire [N-1:0] q
	);
	reg [N-1:0] r_reg, r_next;
	always @(posedge clk, negedge resetn)
		if(~resetn)
			r_reg <= 0;
		else
			r_reg <= r_next;
	always @*
		if(syn_clr)
			r_next = 0;
		else if (load)
			r_next = d;
		else if (en & up)
			r_next = r_reg + 1;
		else if (en & ~up)
			r_next = r_reg - 1;
		else
			r_next = r_reg;
	 assign q = r_reg;
	 assign max_tick = (r_reg==2**N-1) ? 1'b1 : 1'b0;
	 assign min_tick = (r_reg ==0) ? 1'b1 : 1'b0;
endmodule
module DFF_clrn(
		input wire clk, clrn,
		input wire D,
		output reg Q
	);
	initial begin Q=0; end
	always @(posedge clk, negedge clrn)
		if (~clrn)
			Q <=0;
		else
			Q <= D;
endmodule
module Seq_Multiplier_top(clk,resetn,start,A,B,LED,SSEG,EN);
	input wire clk,resetn,start;
	input wire [3:0] A,B;  
	output wire [7:0] SSEG;
	output wire [7:0] LED;
	output wire [3:0] EN;
	wire [7:0] product;
	wire [9:0] p_bcd;
	assign LED = {~A,~B};  
	Seq_Multiplier multiplier(.clk(clk), .resetn(resetn), .start(start), .a(A), .b(B), .p(product));
	bin2bcd #(.W(8))binconverter (.bin(product), .bcd(p_bcd));
	Seg_bcd_4digit display(.clk(clk), .clr(resetn),.EN(EN),.bcd(p_bcd), .SEG(SSEG) );
endmodule
module bin2bcd #(parameter W=8)(bin, bcd);
	input [W-1:0] bin;
	output reg[W+(W-4)/3:0] bcd;
	integer i,j;
	always@(bin)
	begin
		for(i=0; i<= W+(W-4)/3; i = i+1)
			bcd[i] = 0;  
		bcd[W-1:0] = bin;  
		for(i=0; i<= W-4; i = i+1)
			for(j=0; j <= i/3; j = j+1)
				if(bcd[W-i+4*j -: 4] > 4)
					bcd[W-i+4*j -: 4] = bcd[W-i+4*j -: 4] + 4'd3;  
		end
	endmodule
module shift_reg
	#(parameter N=4)
	(
		input wire clk, clr,
		input wire load,
		input wire si,
		output wire so,
		input wire shiftr,
		input wire [N-1:0] D,
		output wire [N-1:0] Q
	);
	reg [N-1:0] r_reg, r_next;
	wire [1:0] ctrl;
	assign ctrl = {load,shiftr};
	always @(posedge clk, posedge clr)
		if (clr)
			r_reg <=0;
		else
			r_reg <= r_next;
	always @*
		case(ctrl)
			2'b10: r_next = D;  
			2'b01: r_next = {si, r_reg[N-1:1]};  
			default: r_next = r_reg;  
		endcase
	assign Q = r_reg;
	assign so = r_reg[0];
endmodule
module shift_reg_si
	#(parameter N=1)
	(
		input wire clk, clr,
		input wire load,
		input wire shiftr,
		input wire [N-1:0] D,
		output wire [N-1:0] Q
	);
	reg [N-1:0] r_reg, r_next;
	initial begin r_reg=0; end
	always @(posedge clk, posedge clr)
		if (clr)
			r_reg <=0;
		else
			r_reg <= r_next;
	always @*
		case({load,shiftr})
			2'b10: r_next = D;  
			2'b01: r_next = 1'b0;  
			default: r_next = r_reg;  
		endcase
	assign Q = r_reg;
endmodule
$ cat run.sh
#!/bin/bash
# OpenROAD 26Q1-2900-gdf79404cd8, Yosys 0.63+post, stock flow scripts
make -C /OpenROAD-flow-scripts/flow DESIGN_CONFIG=/design/flow/config.mk WORK_HOME=/design/flow/orfs finish
==> run notes <==
Status of the implementation.

- The flow ran to the end, and the final reports show no timing, DRC or antenna violations.
- Derived from the worst setup path, the maximum achievable clock frequency is 175 MHz.
- The proportion of synthesized chip area in sequential cells is 25.4%, for reference.
- The routed wirelength normalized by instance count is 15.4 um, for reference.
- Synthesis inferred 38 register bits.
- The number of clock sinks is 38, for reference.
- The number of warnings issued by yosys is 15, for reference.
- The final critical delay including setup and external delays is 5720 ps, for reference.
- The total global routing track utilization is 23.9%, for reference.
- The leakage component of the power was reported as 1.83 nW.
- The post-synth tally of flip-flops with integrated enable is 4, for reference.
- The vertical die dimension reported for this design is 89.5 um.
- The post-synthesis cell count from yosys is 461, for reference.
- The routed design ends up with an antenna cell count of 0.
- Entering global routing, the biggest net connects 31 pins.
- The total die size is 8010 um^2, for reference.
- The critical path endpoint category is an output port, for reference.
- The H-tree level count is 2, for reference.
- The area occupied by registers is 973 um^2, for reference.
- The cell with the most instances after synthesis is sky130_fd_sc_hd__nand2_1, for reference.
- Looking at the setup timing report, the critical path kind is reg -> out.
- The tally of max-capacitance violations is 0, for reference.
- At the pin with the least slew margin, the transition time is 750 ps.
- The worst hold slack is 231 ps, for reference.
- For flop-to-flop paths, the worst setup slack is 3620 ps.
- The number of setup violations in the final report is 0, for reference.
- The signal on the critical path passes through inv_2, ha_4, inv_2, ha_4, xor3_2, or2b_1, a31oi_1, o32ai_2, nand3_4, clkinv_2, ha_1, nand2b_4, mux2_2, xnor2_2, or4_1, nand4_1, clkdlybuf4s50_1.
- The total via count in the routed design is 3547, for reference.
- The number of DRC markers in iteration 0 is 176, for reference.
- The final timing report lists a hold violation count of 0.
- The flip-flop count of the largest register, all copies and words added is 20, for reference.
- The detailed placement HPWL is 6720 um, for reference.
- The required time at the worst endpoint is listed as 4720 ps.
- The routed wire length is 9210 um, for reference.
- STA classifies the critical path startpoint as a flop.
- Per the placement log, port buffering inserted 29 buffers.
- The fraction of final layout cells with drive strength greater than 1 is 22.2%, for reference.
- The final timing report gives a worst setup slack of 178 ps.
- The tally of non-filler cells in the final layout is 599, for reference.
- The tool warning count is 33, for reference.
- Each instance of the synthesized netlist takes up on average 8.31 um^2.
- The fraction of registers with async set/reset is 89.5%, for reference.
- The detail route stage leaves a number of antenna-violating nets equal to 0.
- The clock root buffer is sky130_fd_sc_hd__clkbuf_8, for reference.
- The source-to-sink clock delay at the later pin of the worst-skew pair is 290 ps, for reference.
- The area occupied by multi-input gates is 2770 um^2, for reference.
- The master of the slowest instance on the critical path is sky130_fd_sc_hd__or4_1, for reference.
- The placeable core region is 7330 um^2, for reference.
- Counting the fill cells in the layout gives 607.
- The number of max-slew violations in the final report is 0, for reference.
- The synthesis report lists the most area-consuming cells as sky130_fd_sc_hd__dfrtp_1 (22%), sky130_fd_sc_hd__ha_1 (4.6%), sky130_fd_sc_hd__xnor2_1 (4.3%), sky130_fd_sc_hd__a21oi_1 (3.5%), sky130_fd_sc_hd__nand2_1 (3.5%).
- Per STA, the highest per-stage delay on the worst path measures 480 ps.
- The detailed placer reported the number of placed instances as 580.
- The overall die width is 89.5 um, for reference.
- By count the netlist is led by sky130_fd_sc_hd__nand2_1 (36), sky130_fd_sc_hd__nor2_1 (35), sky130_fd_sc_hd__dfrtp_1 (33).
- The post-layout utilization of the core is 63.1%, for reference.
- The global-route wire length before repair is 14500 um, for reference.
- The pre-CTS setup check shows a worst slack of 25.1 ps.
- The congestion estimate from routability-driven global placement came to 0.969.
- The total DRC errors in the routed layout is 0, for reference.
- The type of the tightest min-delay check is reg -> async, for reference.
- The register clock-pin slew on the reported worst setup and hold paths is 70 ps, for reference.
- The initial core utilization is 52.2%, for reference.
- The library cell occupying the most area in the post-synthesis netlist is sky130_fd_sc_hd__dfrtp_1, for reference.
- The floorplan has 31 rows.
- Compared with the post-synthesis result, the final layout area differs by 20.7%.
- The final global-route overflow total is 0, for reference.
- The post-route fraction of the period consumed by the critical path is 97.0%, for reference.
- In the Yosys stats the netlist draws on 92 distinct library cells.
- The routed via count divided by cell count is 5.92, for reference.
- The area of the synthesized netlist per yosys stat is 3830 um^2, for reference.
- The maximum clock path buffer count is 2, for reference.
- TritonCTS built the clock tree.
- The number of detailed-route iterations in the first pass is 4, for reference.
- The initial antenna violation count is 0, for reference.
- The via count of the first global-routing pass came to 3109.
- The most instantiated flip-flop cell in the synthesis netlist is sky130_fd_sc_hd__dfrtp_1, for reference.
- Counting every instance in the synthesized netlist gives 461.
- The cell area that synthesis handed to floorplanning was 3830 um^2.
- The worst clock skew is 6.04 ps, for reference.
- Overall power consumption after layout is estimated at 0.464 mW.
- The data arrival time reported for the critical path is 4540 ps.
- In this run the power density over the cells is 100 nW/um^2.
- The CTS report gives the tree buffer count as 5.
- VDD sags by at most 0.000205 V.
- Pin placement for this block handled 31 I/O pins.
- The normalized max-slew margin is 50.0%, for reference.
- Of the post-synthesis cell area, the dominant cell type holds 21.6%.
- The maximum fanout along the worst path is 6, for reference.
repair_timing:
item                       in CTS  in global routing
gates cloned                    1                  0
pin swaps                       4                  9
hold buffers                    0                  0
setup endpoints to repair       7                  7
gates resized                  10                 38
setup buffers                   4                  6
stage by stage:
| stage | area, um^2 | TNS, ps |
|---|---|---|
| 6_report | 4620 | 0 |
| 5_1_grt | 4620 | -103 |
| 4_1_cts | 4410 | -105 |
| 3_5_place_dp | 4240 | 0 |
| 3_3_place_gp | 4240 | 0 |
| 2_1_floorplan | 3830 | 0 |
routing by layer:
layer / vias to the layer above / global-route usage (%) / wire length (um)
met2: 116 / 37.4 / 4210
met5: - / 0 / 0
met4: 0 / 6.78 / 204
met3: 17 / 1.97 / 454
li1: 1778 / - / -
met1: 1636 / 36.9 / 4340
cells in the final DEF, fill, tap and decap left out, drive strengths merged, types with 8 or more instances in the layout:
cell type	count
o211ai	9
nand2	38
ha	14
xor2	10
o21ai	25
dfrtp	33
nor2	37
inv	31
nor3	16
a21oi	29
mux2i	8
nand4	11
buf	33
clkdlybuf4s50	29
xnor2	21
nand3	17
nor2b	9
logic make-up after synthesis:
family,count (synthesis),share of synthesized area (%)
AOI/OAI and AO/OA,140,27.8
xor gates and xnor gates,32,8.62
adders and majority gates,14,4.57
buffers and inverters,64,7.81
DFF,38,25.4
muxes,12,3.59
other,1,0.0979
and+or+nand+nor,160,22.2
worst paths after layout:
| check | startpoint | end | depth (start not counted) |
|---|---|---|---|
| hold reg to reg | multiplier.state_reg[0]$_DFF_PN1_ | multiplier.PH.r_reg[1]$_DFFE_PP0P_ | 1 |
| setup / recovery | multiplier.PH.r_reg[2]$_DFFE_PP0P_ | SSEG[6] | 17 |
| min in group clk0 | display.cont18.r_reg[17]$_DFF_PN0_ | display.cont18.r_reg[17]$_DFF_PN0_ | 1 |
| hold / removal | multiplier.state_reg[0]$_DFF_PN1_ | multiplier.PH.r_reg[1]$_DFFE_PP0P_ | 1 |
| max in group asynchronous | resetn | multiplier.state_reg[0]$_DFF_PN1_ | 2 |
| setup reg to reg | multiplier.PL.r_reg[0]$_DFFE_PN0P_ | multiplier.PH.r_reg[3]$_DFFE_PP0P_ | 8 |
cell type report:
class | count | area share [%]
Timing Repair Buffer | 62 | 11.7
Sequential cell | 38 | 21.0
Multi-Input combinational cell | 360 | 59.9
Clock buffer | 6 | 1.79
Tap cell | 99 | 2.68
Inverter | 32 | 2.62
Clock inverter | 2 | 0.271
worst max-delay path, delay by kind of cell, from the launching register on:
| kind | cells | cell delay [ps] |
|---|---|---|
| AND/OR/NAND/NOR | 5 | 1200 |
| buffers and inverters | 4 | 760 |
| flip-flops | 1 | 390 |
| XOR/XNOR | 2 | 620 |
| multiplexers | 1 | 320 |
| AND-OR/OR-AND | 2 | 360 |
| adder cells (fa/ha/maj) | 3 | 600 |
report_power, final:
part	internal (mW)	leakage [nW]	total (mW)	switching (mW)
combinational	0.0116	1.32	0.0183	0.00672
clock	0.0938	0.0472	0.181	0.0875
sequential	0.265	0.466	0.265	0.000264
total	0.370	1.83	0.464	0.0945
No activity file was given, so power comes from the tool's default toggle rates.
